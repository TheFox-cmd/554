### design/flow/run.sh
#!/bin/bash
# OpenROAD 26Q1-2900-gdf79404cd8, Yosys 0.63+post, stock flow scripts
make -C /OpenROAD-flow-scripts/flow DESIGN_CONFIG=/design/flow/config.mk WORK_HOME=/design/flow/orfs finish
### design/flow/config.mk
export PLATFORM = sky130hd
export DESIGN_NAME = rf
export DESIGN_NICKNAME = rf
export VERILOG_FILES = /design/flow/design.v
export SDC_FILE = /design/flow/constraint.sdc
export NUM_CORES = 4
export LEC_CHECK = 1
export CORE_UTILIZATION = 40
### design/flow/constraint.sdc
current_design rf

set clk_period 3.0
set clk_io_pct 0.2

create_clock -name clk0 -period $clk_period [get_ports {clk}]

set non_clock_inputs [all_inputs -no_clocks]
set_input_delay [expr $clk_period * $clk_io_pct] -clock clk0 $non_clock_inputs
set_output_delay [expr $clk_period * $clk_io_pct] -clock clk0 [all_outputs]
### design/flow/design.v
module rf(clk,p0_addr,p1_addr,p0,p1,re0,re1,dst_addr,dst,we);
input clk;
input [3:0] p0_addr, p1_addr;			 
input re0,re1;							 
input [3:0] dst_addr;					 
input [15:0] dst;						 
input we;								 
output reg [15:0] p0,p1;  				 
integer indx;
reg [15:0]mem0[0:15];					 
reg [15:0]mem1[0:15];					 
logic [15:0] p0_tmp;
logic [15:0] p1_tmp;  
always @(negedge clk)
  if(we) begin
    mem0[dst_addr] <= dst;
    mem1[dst_addr] <= dst;
  end
always @(negedge clk)
  if (re0)
    p0_tmp <= mem0[p0_addr];
always @(negedge clk)
  if(re1)
    p1_tmp <= mem1[p1_addr];
assign p0 = (p0_addr == 4'h0) ? 16'b0 : ((re0 && we && (p0_addr == dst_addr)) ? dst : p0_tmp);
assign p1 = (p1_addr == 4'h0) ? 16'b0 : ((re1 && we && (p1_addr == dst_addr)) ? dst : p1_tmp);
endmodule
==> reports/results.txt <==
Wirelength per Cell - 24.2 um
Worst reg-to-reg path cell count - 3
Synth flops - 288
Most common cell in the netlist - edfxtp_1
Clk sinks - 288
Worst Setup Slack, final - -0.519 ns
H-tree Lvls - 2
Syn Std Cell Area - 0.0137 mm2
Layout cells sized above 1 - 39.1%
RSZ-0062 raised after global routing - true
Tool warning count - 316
Initial antenna violation count - 0
Place WS - -0.897 ns
Ys cells - 789
Fin. Hold Viols - 0
Die span in x - 187 um
DR vias/cell - 5.53
Seq/Total Area, Yosys - 63.0%
Top post-synthesis cells by count - edfxtp_1, mux4_2, mux2i_1, a21oi_1
DR iter-0 viols - 639
Via count - 9,984
P&R area growth vs syn - 47.2%
Ant. Diodes - 0
Outcome - complete, but fails checks
Synth unique cells - 39
Pwr Total - 11.8 mW
Top FF cell, synth - edfxtp_1
HP Start - mem1[0][0]
Crit-path max cell delay - 0.36 ns
Hold_ws - 0.794 ns
Routed Antenna Nets - 0
Critical path buffer and inverter count - 2
Actual slew at the worst max-slew pin - 1.05 ns
Hold depth - 2
Crit. End Element - primary output
CTS buffer count - 34
Die Y - 187 um
WP data arrival - 2.92 ns
Routed wire length - 43,700 um
Top cell type by total area after synthesis - edfxtp_1
Top cells by area - edfxtp_1, mux4_2, mux2i_1
Hold EP - p0_tmp[0]
Core box area - 0.0336 mm2
Largest net degree at the start of global routing - 25
First-pass GRT wire length - 64,900 um
Vias in the first global route - 11,300
Synth Area per Inst - 17.4 um2
CP Data Required Time - 2.40 ns
Worst path slowest cell - edfxtp_1
YS chip area - 0.0137 mm2
Count of library flops with an enable pin - 288
Worst reg2reg path endpoint - p0_tmp[10]
Yosys warns - 3
R2R setup slack - 1.36 ns
Crit path launch type - register
Peak VDD IR - 0.511 mV
Final RePlAce weighted congestion - 0.923
GRT Overall Usage - 28.0%
Clk latency of the worst-skew pair - 0.57 ns
Post-synthesis async set-or-reset flop share - 0%
CP delay by family, top - flip-flops
TritonRoute pass-1 iters - 5
CTS Root Buffer Type - clkbuf_16
Final HPWL from detailed placement - 27,500 um
# port buffers - 63
CTS Hold Buffers Added - 0
Die area - 0.0350 mm2
Clock transition at the registers of the reported paths - 0.05 ns
# IOs - 64
Max Cap Viol - 0
CTS tree - yes
Clk_skew - 0.0220 ns
Leakage Power - 8.22 nW
HP Class - register to register
Core Util at FP - 40.8%
Max FO, Critical Path - 1
Worst-path cell chain - o21ai_1 -> a21oi_1 -> buf_4 -> buf_2
Relative slew slack - 29.4%
# DRC - 0
GRT overflow - 0
Setup Viol. Count Final - 43
Cell row count - 67
Clock Tree Buf Depth - 3
Area leader share - 63.0%
Worst Setup Path Type - register to primary output
Violated checks - negative setup slack
Syn Inst Count - 789
Final Max Slew Viols - 0
Reg2reg start - mem1[13][10]
Pwr dens - 584 mW/mm2
## sequential cells by signal, summed over array words and instances (netlist names)
signal	cells
mem1	240
mem0	16
p0_tmp	16
p1_tmp	16
## through the flow
step,setup TNS (ns),util (%),cell area (um2),instances
floorplan,-62.30,-,14200,789
global placement,-233.94,50.7,17100,1415
detailed placement,-236.16,50.7,17100,1415
CTS,-13.33,59.5,20000,1800
global route,-14.78,60.1,20200,1805
finish,-12.65,60.1,20200,1805
## layer usage
metal / share of wire (%) / wire length, um / global-route usage, %
met5: 0.11 / 48 / 1.10
met3: 13 / 5520 / 17.8
met4: 3.7 / 1640 / 13.1
met2: 50 / 21700 / 40.9
met1: 34 / 14800 / 33.4
## how the worst max path moves through the flow
stage	endpoint	cells after the start	slack [ns]	start
finish	p0[7]	4	-0.52	p0_tmp[7]
global route	p1[7]	3	-0.57	p1_tmp[7]
CTS	p0[7]	4	-0.52	p0_tmp[7]
## cell families (layout without fill, tap and decap cells)
logic type                Yosys count  after routing  synth area share [%]
muxes                             160            160                  21.1
and+or+nand+nor                    91             91                  3.98
xor gates and xnor gates            6              6                 0.383
AOI/OAI and AO/OA                 171            171                  8.60
buffers and inverters              73            641                  2.95
DFF                               288            288                  63.0
## layout by cell type (no fill, tap or decap), types with 14 or more instances in the layout
| cell type | n |
|---|---|
| inv_1 | 299 |
| edfxtp_1 | 288 |
| buf_4 | 126 |
| mux4_2 | 103 |
| buf_12 | 74 |
| mux2i_1 | 50 |
| clkbuf_16 | 38 |
| buf_2 | 34 |
| a21oi_1 | 33 |
| o21ai_1 | 25 |
| a21oi_2 | 22 |
| nor2b_1 | 18 |
| nand3_1 | 18 |
| clkdlybuf4s50_1 | 18 |
| nand4_1 | 16 |
| buf_6 | 16 |
| a221oi_1 | 15 |
| o31ai_2 | 15 |
| a22oi_1 | 14 |
## tightest hold or removal path, stage by stage (launching register included)
cell and delay, ns:
edfxtp_1 0.33, mux4_2 0.24, a221o_1 0.13
## timing repair
| action | CTS | global route |
|---|---|---|
| endpoints found under the setup margin | 320 | 117 |
| cloned | 9 | 1 |
| resized | 189 | 51 |
| endpoints found under the hold margin | 0 | 0 |
| buffers inserted | 34 | 8 |
| pin swaps | 41 | 8 |
## layout make-up
| class | count | area, um2 |
|---|---|---|
| Clock buffer | 37 | 926 |
| Timing Repair Buffer | 293 | 3440 |
| Inverter | 3 | 18.8 |
| Fill cell | 2433 | 13400 |
| Clock inverter | 308 | 1320 |
| Multi-Input combinational cell | 428 | 5280 |
| Tap cell | 448 | 561 |
| Sequential cell | 288 | 8650 |
## power by group
part           internal, mW  leakage (nW)  switching, mW
clock                  3.23          2.13           2.52
sequential             4.59          2.63         0.0553
combinational         0.728          3.46          0.679
total                  8.55          8.22           3.25
Power and IR drop assume default switching activity.
